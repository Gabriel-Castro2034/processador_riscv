[flow/run.sh]
#!/bin/bash
# OpenROAD 26Q1-2900-gdf79404cd8, Yosys 0.63+post, stock flow scripts
make -C /OpenROAD-flow-scripts/flow DESIGN_CONFIG=/design/flow/config.mk WORK_HOME=/design/flow/orfs finish
[flow/config.mk]
export PLATFORM = sky130hd
export DESIGN_NAME = programcounter
export DESIGN_NICKNAME = programcounter
export VERILOG_FILES = /design/flow/design.v
export SDC_FILE = /design/flow/constraint.sdc
export NUM_CORES = 4
export LEC_CHECK = 1
export CORE_AREA = 10 10 90 90
export DIE_AREA = 0 0 100 100
[flow/constraint.sdc]
current_design programcounter

set clk_period 1.0
set clk_io_pct 0.2

create_clock -name clk0 -period $clk_period [get_ports {clk}]

set non_clock_inputs [all_inputs -no_clocks]
set_input_delay [expr $clk_period * $clk_io_pct] -clock clk0 $non_clock_inputs
set_output_delay [expr $clk_period * $clk_io_pct] -clock clk0 [all_outputs]
[flow/design.v]
module programcounter(
input clk,					 
input rst,					 
input [31:0]PC_in,		 
output reg [31:0]PC_out  
);
always @(posedge clk) begin
	if(rst==1'b1)
		PC_out <= 32'd0;
	else
		PC_out <= PC_in;
end
endmodule
==> impl_metrics.tcl <==
# yosys + openroad results
set metrics [dict create \
    outcome "complete, no violations" \
    ant_nets 0 \
    p_per_area_nw_per_um2 1580 \
    reg.largest.list "PC_out: 32 flops" \
    fp.dieH_um 100 \
    grt_pass1_vias 687 \
    cts_sinks 32 \
    htree_levels 2 \
    grt_usage_pct 4.80 \
    fin_cells 215 \
    layout_top_cell "clkdlybuf4s50_1" \
    final_cell_mix "33 x clkdlybuf4s50_1, 32 x nor2b_1, 24 x dfxtp_1" \
    max_flop_register "PC_out" \
    cap_violations 0 \
    viasPerCell 3.07 \
    top_cells_by_area "dfxtp_1 74%, nor2b_1 23%, buf_4 2.6%" \
    grt-ovfl-total 0 \
    core_um2 6280 \
    critPathKind "register to primary output" \
    vias 660 \
    holdCritStartpoint "PC_in[0]" \
    synth_top_area_share_pct 74.2 \
    synth_seq_share_pct 74.2 \
    drive_above_1_share_pct 17.4 \
    min_period_over_period_pct 95.4 \
    hold_class "primary input to register" \
    cp.arrival_ns 0.75 \
    routabilityCongestion 0.663 \
    fmax_mhz 1050 \
    ir_drop_mv 0.557 \
    drc 0 \
    place_hpwl_um 2080 \
    hold_violations 0 \
    fin_setup_tns_ns 0 \
    end_kind "primary output" \
    synth_area_leader_cell "dfxtp_1" \
    syn-instance-count 67 \
    hold_ws_ns 0.467 \
    clk_pin_slew_ns 0.06 \
    max_stage_delay_ns 0.31 \
    std_cell_rows 29 \
    io_buffers 65 \
    antennaDiodeCount 0 \
    final_max_slew_viol_count 0 \
    min_to "PC_out[0]" \
    cts_made_buffers 5 \
    grt_max_degree 33 \
    seq_area_um2 651 \
    antenna_found_initial 0 \
    setup.worst_path.start_class "register" \
    path_buffers 1 \
    dp.cells 207 \
    cts_tree "done" \
    slew_headroom_pct 90.4 \
    dr.pass1.iters 2 \
    syn-cell-area_um2 863 \
    mi_logic_area_um2 200 \
    drt_iter0_markers 2 \
    ys_cells 67 \
    worst_pin_slew_ns 0.144 \
    cts_buffer_depth 2 \
    fp_util_pct 13.8 \
    crit_chain "clkdlybuf4s15_1" \
    routed_wl_um 2580 \
    n_fill_cell 636 \
    area_delta_synth_final_pct 92.6 \
    hold_depth 2 \
    synth_cell_type_count 3 \
    ios 66 \
    warnings 25 \
    grt_pass1_wl_um 3750 \
    worstPathMaxFanout 1 \
    p_leak_nw 0.667 \
    cts-root-buf "clkbuf_8" \
    ys.flops 32 \
    avgSynthCellArea_um2 12.9 \
    chip_area_um2 10000 \
    dieWidth_um 100 \
    path_delay_family "flip-flops" \
    crit_slowest_cell "dfxtp_1" \
    required_ns 0.80 \
    setup_viol_count_final 0 \
    ctsHoldBuffers 0 \
    largest_reg_flops 32 \
    ys_area_um2 863 \
    rsz0062_at_grt "false" \
    fin_crit_ns 0.954 \
    avgRoutedWirePerCell_um 12.0 \
    ys.warnings.count 1 \
]
## what timing repair did
action,CTS,global route
pin swaps,0,0
endpoints found under the hold margin,0,0
gates resized,65,16
setup endpoints to repair,32,13
buffers inserted,0,0
## Yosys cell counts, drive strengths merged
master	instances
nor2b	32
buf	3
dfxtp	32
## layout make-up
cell class / count / area share [%]
Sequential cell: 32 / 39.1
Timing Repair Buffer: 66 / 37.6
Multi-Input combinational cell: 32 / 12.0
Tap cell: 77 / 5.79
Clock buffer: 8 / 5.42
## kinds of logic (layout without fill, tap and decap cells)
logic type    Yosys count  in the layout  share of synthesized area [%]
buf+inv                 3             74                           2.61
flops                  32             32                           74.2
simple gates           32             32                           23.2
## routing by layer
layer / part of all wire (%) / vias to the layer above / track usage, %
li1: - / 337 / -
met1: 37 / 285 / 5.12
met2: 48 / 36 / 7.62
met3: 15 / 2 / 3.68
met4: 0.35 / 0 / 0.652
met5: 0 / - / 0
## how the worst max path moves through the flow
stage	start	to	slack [ns]	depth (start not counted)
finish	PC_out[10]	PC_out[10]	0.05	1
global route	PC_out[10]	PC_out[10]	0.001	1
CTS	PC_out[27]	PC_out[27]	0.002	1
## stage by stage
stage               cell area, µm²  utilization [%]  setup WS, ns  power [W]
floorplan                      863                -         0.509    0.00143
global placement              1610             25.6        -0.103    0.00171
detailed placement            1610             25.6        -0.114    0.00171
CTS                           1700             27.1       0.00192    0.00272
global route                  1660             26.5       0.00124    0.00278
finish                        1660             26.5        0.0463    0.00263
## report_power, final
part | switching [W] | internal, W | total, W
Clock | 0.000430 | 0.000560 | 0.000990
Sequential | 0.0000157 | 0.00135 | 0.00136
Combinational | 0.0000570 | 0.000216 | 0.000273
Power and IR drop assume default switching activity.
